**./design.v**
```verilog
module  Inter_stage_Regs(
    input       [  0 : 0]       clk     ,
    input       [  0 : 0]       rst     ,
    input       [  0 : 0]       en      ,
    input       [  0 : 0]       flush   ,
    input       [  0 : 0]       commit  , 
    input       [ 31 : 0]       pcadd4  ,
    input       [ 31 : 0]       pc      ,
    input       [ 31 : 0]       inst    , 
    input       [  4 : 0]       alu_op  ,
    input       [ 31 : 0]       rf_rd0  ,
    input       [ 31 : 0]       rf_rd1  , 
    input       [ 31 : 0]       imm     ,
    input       [  4 : 0]       rf_wa   , 
    input       [  0 : 0]       rf_we   ,
    input       [  0 : 0]       dmem_we ,
    input       [  4 : 0]       rf_ra0  ,
    input       [  4 : 0]       rf_ra1  ,
    input       [  3 : 0]       br_type ,
    input       [  3 : 0]       dmem_access,
    input       [  1 : 0]       rf_wd_sel   ,
    input       [  0 : 0]       alu_src0_sel,
    input       [  0 : 0]       alu_src1_sel, 
    input       [ 31 : 0]       alu_res ,
    input       [  1 : 0]       npc_sel ,
    input       [ 31 : 0]       alu_src0,
    input       [ 31 : 0]       alu_src1,
    input       [ 31 : 0]       dmem_rd_out,
    input       [ 31 : 0]       rf_wd, 
    output reg  [  0 : 0]       commit_out,
    output reg  [ 31 : 0]       pcadd4_out,
    output reg  [ 31 : 0]       pc_out,
    output reg  [ 31 : 0]       inst_out, 
    output reg  [  4 : 0]       alu_op_out,
    output reg  [ 31 : 0]       rf_rd0_out,
    output reg  [ 31 : 0]       rf_rd1_out,
    output reg  [ 31 : 0]       imm_out,
    output reg  [  4 : 0]       rf_wa_out,
    output reg  [  0 : 0]       rf_we_out,
    output reg  [  0 : 0]       dmem_we_out,
    output reg  [  4 : 0]       rf_ra0_out,
    output reg  [  4 : 0]       rf_ra1_out,
    output reg  [  3 : 0]       br_type_out,
    output reg  [  3 : 0]       dmem_access_out,
    output reg  [  1 : 0]       rf_wd_sel_out,
    output reg  [  0 : 0]       alu_src0_sel_out,
    output reg  [  0 : 0]       alu_src1_sel_out, 
    output reg  [ 31 : 0]       alu_res_out,
    output reg  [  1 : 0]       npc_sel_out,
    output reg  [ 31 : 0]       alu_src0_out,
    output reg  [ 31 : 0]       alu_src1_out,
    output reg  [ 31 : 0]       dmem_addr_out,
    output  reg [ 31 : 0]       dmem_rd_out_out,
    output  reg [ 31 : 0]       rf_wd_out 
);
wire        [  0 : 0 ]    t_commit;
wire        [ 31 : 0 ]    t_pcadd4;
wire        [ 31 : 0 ]    t_pc;
wire        [ 31 : 0 ]    t_inst;
wire        [ 31 : 0 ]    t_rf_rd0;
wire        [ 31 : 0 ]    t_rf_rd1;
wire        [ 31 : 0 ]    t_imm;
wire        [  4 : 0 ]    t_rf_wa;
wire        [  0 : 0 ]    t_rf_we;
wire        [  0 : 0 ]    t_dmem_we;
wire        [ 31 : 0 ]    t_alu_res;
wire        [ 31 : 0 ]    t_dmem_rd_out;
assign      t_commit      = commit;
assign      t_pcadd4      = pcadd4;
assign      t_pc          = pc;
assign      t_inst        = inst;
assign      t_rf_rd0      = rf_rd0;
assign      t_rf_rd1      = rf_rd1;
assign      t_imm         = imm;
assign      t_rf_wa       = rf_wa;
assign      t_rf_we       = rf_we;
assign      t_dmem_we     = dmem_we;
assign      t_alu_res     = alu_res;
assign      t_dmem_rd_out = dmem_rd_out;
always @(posedge clk or posedge rst) begin
    if (rst) begin
        pcadd4_out      <= 32'b0;
        pc_out          <= 32'b0;
        inst_out        <= 32'b0;
        rf_rd0_out      <= 32'b0;
        rf_rd1_out      <= 32'b0;
        imm_out         <= 32'b0;
        rf_wa_out       <= 5'b0;
        rf_we_out       <= 1'b0;
        dmem_we_out     <= 1'b0;
        alu_res_out     <= 32'b0;
        dmem_addr_out   <= 32'b0;
        dmem_rd_out_out <= 32'b0;
        rf_ra0_out      <= 5'b0;
        rf_ra1_out      <= 5'b0;
        br_type_out     <= 4'b0;
        dmem_access_out <= 4'b0;
        alu_src0_sel_out <= 1'b0;
        alu_src1_sel_out <= 1'b0;
        alu_src0_out    <= 32'b0;
        alu_src1_out    <= 32'b0;
        rf_wd_sel_out   <= 2'b0;
        alu_op_out      <= 5'b0;
        npc_sel_out     <= 2'b0;
        rf_wd_out       <= 32'b0;
        commit_out      <= 1'b0;
    end
    else if (en) begin
        if (flush) begin
            pcadd4_out    <= t_pcadd4;
            pc_out        <= t_pc;
            inst_out      <= t_inst;
            rf_rd0_out    <= t_rf_rd0;
            rf_rd1_out    <= t_rf_rd1;
            imm_out       <= t_imm;
            rf_wa_out     <= t_rf_wa;
            rf_we_out     <= t_rf_we;
            dmem_we_out   <= t_dmem_we;
            alu_res_out   <= t_alu_res;
            dmem_addr_out <= t_alu_res;  
            dmem_rd_out_out <= t_dmem_rd_out;
            rf_ra0_out      <= rf_ra0;
            rf_ra1_out      <= rf_ra1;
            br_type_out     <= br_type;
            dmem_access_out <= dmem_access;
            alu_src0_sel_out <= alu_src0_sel;
            alu_src1_sel_out <= alu_src1_sel;
            alu_src0_out <= alu_src0;
            alu_src1_out <= alu_src1;
            rf_wd_sel_out <= rf_wd_sel;
            alu_op_out <= alu_op;
            npc_sel_out <= npc_sel;
            rf_wd_out       <= rf_wd;
            commit_out <= 1'b0;  
        end
        else begin
            pcadd4_out    <= t_pcadd4;
            pc_out        <= t_pc;
            inst_out      <= t_inst;
            rf_rd0_out    <= t_rf_rd0;
            rf_rd1_out    <= t_rf_rd1;
            imm_out       <= t_imm;
            rf_wa_out     <= t_rf_wa;
            rf_we_out     <= t_rf_we;
            dmem_we_out   <= t_dmem_we;
            alu_res_out   <= t_alu_res;
            dmem_addr_out <= t_alu_res;  
            dmem_rd_out_out <= t_dmem_rd_out;
            rf_ra0_out      <= rf_ra0;
            rf_ra1_out      <= rf_ra1;
            br_type_out     <= br_type;
            dmem_access_out <= dmem_access;
            alu_src0_sel_out <= alu_src0_sel;
            alu_src1_sel_out <= alu_src1_sel;
            rf_wd_out       <= rf_wd;
            alu_src1_out <= alu_src1;
            rf_wd_sel_out <= rf_wd_sel;
            alu_op_out <= alu_op;
            npc_sel_out <= npc_sel;
            commit_out    <= t_commit;  
        end
    end
end
endmodule
```
**./run.sh**
```bash
#!/bin/bash
# OpenROAD 26Q1-2900-gdf79404cd8, Yosys 0.63+post, stock flow scripts
make -C /OpenROAD-flow-scripts/flow DESIGN_CONFIG=/design/flow/config.mk WORK_HOME=/design/flow/orfs finish
```
**./config.mk**
```make
export PLATFORM = sky130hd
export DESIGN_NAME = Inter_stage_Regs
export DESIGN_NICKNAME = Inter_stage_Regs
export VERILOG_FILES = /design/flow/design.v
export SDC_FILE = /design/flow/constraint.sdc
export NUM_CORES = 4
export LEC_CHECK = 1
export CORE_AREA = 10 10 316 316
export DIE_AREA = 0 0 326 326
```
**./constraint.sdc**
```tcl
current_design Inter_stage_Regs

set clk_period 1.2
set clk_io_pct 0.2

create_clock -name clk0 -period $clk_period [get_ports {clk}]

set non_clock_inputs [all_inputs -no_clocks]
set_input_delay [expr $clk_period * $clk_io_pct] -clock clk0 $non_clock_inputs
set_output_delay [expr $clk_period * $clk_io_pct] -clock clk0 [all_outputs]
```
==> job_summary.md <==
### Metrics collected by this job

| Metric | Value |
|---|---|
| Total core area | 93000 sq um |
| Arrival time of the worst setup path | 1090 ps |
| Top Ports | 814 |
| Worst Path Class, Setup | flop to primary output |
| Largest type area fraction | 60.7% |
| Yosys chip area | 16000 sq um |
| Syn Inst Count | 857 |
| Highest Clock Rate | 752 MHz |
| Final cell count without fillers | 3248 |
| Initial antenna violation count | 10 |
| Dominant logic cell type in the layout | sky130_fd_sc_hd__clkdlybuf4s50_1 |
| Headroom to the max-slew limit | 81.3% |
| Top area cells in the synthesized netlist | sky130_fd_sc_hd__dfrtp_1, sky130_fd_sc_hd__mux2_4, sky130_fd_sc_hd__mux2_2 |
| Pwr Total | 34.6 mW |
| Syn Std Cell Area | 16000 sq um |
| Area used by sequential logic in the layout | 9740 sq um |
| P_sw | 6.29 mW |
| Post-route setup slack | -131 ps |
| Post-synthesis area per instance | 18.7 sq um |
| Path type of the worst min-delay path | input port to async pin |
| Util after Layout | 29.6% |
| DRC errors left | 0 |
| Number of clock sinks seen by CTS | 389 |
| Max capacitance violation total | 0 |
| Final weighted congestion in routability-driven placement | 0.857 |
| Overall die width | 326 microns |
| Die area | 106000 sq um |
| CTS clk-pin slew, worst paths | 50 ps |
| Deepest level of the CTS H-tree | 2 |
| Maximum number of pins on one net before global-route repair | 43 |
| Seq pwr share | 44.3% |
| Final Slew Violations | 0 |
| Cell type contributing the most total cell area after synthesis | sky130_fd_sc_hd__dfrtp_1 |
| Final Hold Vio Count | 0 |
| Total of warnings raised by yosys | 1 |
| Number of distinct library cells after synthesis | 12 |
| Pre-Place Util | 17.2% |
| GR Overflow Total | 0 |
| Final wirelength | 61.4 mm |
| Worst reg2reg startpoint | dmem_addr_out[7]$_DFFE_PP0P_ |
| Crit path time final | 1330 ps |
| Total global-route track usage | 11.2% |
| Switching part of the total power | 18.2% |
| Clock network fraction of design power | 34.2% |
| Worst flop-to-flop path endpoint | dmem_addr_out[7]$_DFFE_PP0P_ |
| Internal power | 28.3 mW |
| Port Buffer Count | 813 |
| Sequential cell area fraction in the yosys report | 60.7% |
| Post-route clock skew | 0 ps |
| Yosys stat cell total | 857 |
| Vias | 11300 |
| Clock Latency Late Sink | 450 ps |
| Comb area | 5510 sq um |
| Final setup violating endpoints | 104 |
| Ratio of cells with drive above 1 in the final layout | 60.2% |
| Average wire per standard cell | 18.9 microns |
| Router iterations before antenna repair | 6 |
| OpenROAD warning count | 526 |
| Status | finished, violations left |
| Clock Tree Root | sky130_fd_sc_hd__clkbuf_16 |
| Register bit total from synthesis | 389 |
| Post-route clock period utilization | 111% |
| ANT cells | 0 |
| Worst hold slack | 217 ps |
| Number of cell instances on the worst register-to-register path | 4 |
| Power density over cell area | 1260 nW/um^2 |
| Total CTS buffers | 46 |
| Worst setup slack for register-to-register paths | 60 ps |
| Antenna Nets Post-Route | 0 |
| First-pass GRT wire length | 89.1 mm |
| Cell total after placement | 2930 |
| Top library cells by usage in the layout, fill and taps aside | sky130_fd_sc_hd__clkdlybuf4s50_1, sky130_fd_sc_hd__dfrtp_1, sky130_fd_sc_hd__buf_2 |
| Violations in the final reports | setup timing |
| Number of global-route vias before repair | 12600 |
| Cell leakage power | 13.1 nW |
| Proportion of power drawn by combinational gates | 21.5% |
| Critical Path Start Type | flop |
| Slew @ Worst Pin | 279 ps |
| Required time reported for the critical path endpoint | 960 ps |
| Via-to-Cell Ratio | 3.48 |
| Placed wire-length estimate after detailed placement | 47.6 mm |
| Vertical die dimension | 326 microns |
| Layout area overhead | 71.6% |
| Clock tree buffer depth | 3 |
| Peak fanout along the critical path | 2 |
| Critical path endpoint category | primary output |
| CTS tree | done |
| Max IR drop VDD | 1.13 mV |
| RSZ-0062 raised after global routing | true |
| Starting DRT DRC Count | 379 |
| Fillers | 9325 |
| Number of rows created at floorplan | 112 |
-- state kept, by name, summed over array words and instances (netlist names), 2 cells and up --
| register | cells |
|---|---|
| alu_src1_out | 32 |
| alu_src0_out | 32 |
| pc_out | 32 |
| inst_out | 32 |
| rf_rd0_out | 32 |
| rf_rd1_out | 32 |
| br_type_out | 4 |
| dmem_access_out | 4 |
| rf_wa_out | 5 |
| rf_ra1_out | 5 |
| pcadd4_out | 32 |
| dmem_addr_out | 32 |
| alu_op_out | 5 |
| rf_wd_sel_out | 2 |
| imm_out | 32 |
| rf_wd_out | 32 |
| dmem_rd_out_out | 32 |
| npc_sel_out | 2 |
| rf_ra0_out | 5 |
-- critical path, cell delays in order (launching register included) --
cell                      delay [ps]
sky130_fd_sc_hd__dfrtp_1         400
sky130_fd_sc_hd__buf_6           140
sky130_fd_sc_hd__buf_6           100
-- area by class of cell --
cell class	instances	area share (%)
flip-flops and latches	389	35.4
repair buffers	1131	33.3
multi-input cells	391	20.0
well taps	1254	5.70
clock buffers	70	5.02
clock inverters	11	0.496
inverters	2	0.0409
-- logic make-up (layout without fill, tap and decap cells) --
logic type             count (synthesis)  after routing  share of synthesized area [%]
AND-OR/OR-AND                          1              1                         0.0312
buffers and inverters                 77           1214                           4.92
flip-flops                           389            389                           60.7
multiplexers                         388            388                           34.3
AND/OR/NAND/NOR                        2              2                         0.0859
-- how the worst max path moves through the flow --
stage / start / to / cells past startpoint
CTS: dmem_addr_out[17]$_DFFE_PP0P_ / alu_res_out[17] / 2
global route: dmem_addr_out[17]$_DFFE_PP0P_ / alu_res_out[17] / 2
finish: dmem_addr_out[12]$_DFFE_PP0P_ / dmem_addr_out[12] / 2
-- synthesized netlist by cell type --
cell type / count
sky130_fd_sc_hd__mux2_2: 85
sky130_fd_sc_hd__mux2_4: 300
sky130_fd_sc_hd__mux2_1: 3
sky130_fd_sc_hd__o21ai_0: 1
sky130_fd_sc_hd__nand2_2: 1
sky130_fd_sc_hd__nand3b_1: 1
sky130_fd_sc_hd__inv_1: 2
sky130_fd_sc_hd__buf_6: 20
sky130_fd_sc_hd__buf_8: 20
sky130_fd_sc_hd__buf_2: 3
sky130_fd_sc_hd__buf_4: 32
sky130_fd_sc_hd__dfrtp_1: 389
-- per-stage QoR --
stage                     worst slack, ps  instance area, sq um   TNS, ps
final                                -131                 27500     -4690
after global routing                 -361                 27500    -87850
after CTS                            -355                 26900    -88480
after detailed placement             -323                 25900    -54600
after global placement               -297                 25900    -49920
after floorplan                     -4270                 16000  -1661770
-- power by group through the flow --
stage	combinational [mW]	sequential (mW)	clock [mW]
4_1_cts	7.27	15.3	14.7
6_report	7.45	15.3	11.8
5_1_grt	8.04	15.5	15.3
-- routing by layer --
metal	part of all wire (%)	global-route usage [%]	vias to the layer above
met3	9.7	4.77	96
met5	0.15	0	-
li1	-	-	5176
met1	39	13.6	5520
met4	2.4	2.26	16
met2	49	18.6	495
-- what timing repair did --
action,4_1_cts,5_1_grt
hold buffers,1,0
gates resized,1538,3
endpoints found under the hold margin,1,0
cloned,0,0
setup buffers,161,75
endpoints found under the setup margin,421,421
Power figures rest on the tool's default switching activity, not on a simulated workload.
