==> design.v <==
module SLU (
    input                   [31 : 0]                addr,
    input                   [ 3 : 0]                dmem_access,
    input                   [31 : 0]                rd_in,
    input                   [31 : 0]                wd_in,
    output      reg         [31 : 0]                rd_out,
    output      reg         [31 : 0]                wd_out
);
wire [1:0] temp; 
assign temp = addr[1:0];
always @(*) begin
    case (dmem_access)
        4'b0001: begin 
            wd_out = wd_in;
            rd_out = rd_in;
        end 
        4'b0010:begin 
            wd_out = wd_in;
            case (temp)
                2'b00: begin
                    rd_out = {{16{rd_in[15]}},rd_in[ 15 : 0]};
                end
                2'b10: begin
                    rd_out = {{16{rd_in[31]}},rd_in[31 : 16]};
                end
                default:begin
                    rd_out = 32'b0;
                end
            endcase
        end
        4'b0011:begin 
            wd_out = wd_in;
            case (temp)
                2'b00: begin
                    rd_out = {{24{rd_in[7]}},rd_in[ 7 : 0]};
                end
                2'b01: begin
                    rd_out = {{24{rd_in[15]}},rd_in[ 15 : 8]};
                end
                2'b10: begin
                    rd_out = {{24{rd_in[23]}},rd_in[ 23 : 16]};
                end
                2'b11: begin
                    rd_out = {{24{rd_in[31]}},rd_in[31 : 24]};
                end
            endcase
        end
        4'b0100:begin 
            wd_out = wd_in;
            case (temp)
                2'b00: begin
                    rd_out = {{16'b0},rd_in[ 15 : 0]};
                end
                2'b10: begin
                    rd_out = {{16{1'b0}}, rd_in[31:16]};
                end
                default:begin
                    rd_out = 32'b0;
                end
            endcase
        end
        4'b0101:begin 
            wd_out = wd_in;
            case (temp)
                2'b00: begin
                    rd_out = {{24'b0},rd_in[ 7 : 0]};
                end
                2'b01: begin
                    rd_out = {{24'b0},rd_in[ 15 : 8]};
                end
                2'b10: begin
                    rd_out = {{24'b0},rd_in[ 23 :16]};
                end
                2'b11: begin
                    rd_out = {{24'b0},rd_in[31 : 24]};
                end
            endcase
        end
        4'b0110: begin 
            wd_out = wd_in;
            rd_out = rd_in;
        end
        4'b0111:begin 
            rd_out = rd_in;
            case (temp)
                2'b00: begin
                    wd_out = {rd_in[31 : 16],wd_in[ 15 : 0]};
                end
                2'b10: begin
                    wd_out = {wd_in[31 : 16],rd_in[ 15 : 0]};
                end
                default:begin
                    wd_out = 32'b0;
                end
            endcase
        end
        4'b1000:begin 
            rd_out = rd_in;
            case (temp)
                2'b00: begin
                    wd_out = {rd_in[ 31 : 8],wd_in[ 7 : 0]};
                end
                2'b01: begin
                    wd_out = {rd_in[ 31 : 16],wd_in[ 15 : 8],rd_in[ 7 : 0]};
                end
                2'b10: begin
                    wd_out = {rd_in[ 31 : 24],wd_in[ 23 : 16],rd_in[ 15 : 0]};
                end
                2'b11: begin
                    wd_out = {wd_in[ 31 : 24],rd_in[23 : 0]};
                end
            endcase
        end
        default: begin
            rd_out = 32'b0;
            wd_out = 32'b0;
        end
    endcase
end
endmodule
==> run.sh <==
#!/bin/bash
# OpenROAD 26Q1-2900-gdf79404cd8, Yosys 0.63+post, stock flow scripts
make -C /OpenROAD-flow-scripts/flow DESIGN_CONFIG=/design/flow/config.mk WORK_HOME=/design/flow/orfs finish
==> config.mk <==
export PLATFORM = sky130hd
export DESIGN_NAME = SLU
export DESIGN_NICKNAME = SLU
export VERILOG_FILES = /design/flow/design.v
export SDC_FILE = /design/flow/constraint.sdc
export NUM_CORES = 4
export LEC_CHECK = 1
export CORE_AREA = 10 10 91 91
export DIE_AREA = 0 0 101 101
==> constraint.sdc <==
current_design SLU

set clk_period 6.4
set clk_io_pct 0.2

create_clock -name clk0 -period $clk_period

set non_clock_inputs [all_inputs -no_clocks]
set_input_delay [expr $clk_period * $clk_io_pct] -clock clk0 $non_clock_inputs
set_output_delay [expr $clk_period * $clk_io_pct] -clock clk0 [all_outputs]
==> reports/results.txt <==
Hold wc startpoint: wd_in[0]
Slowest CP cell: clkdlybuf4s50_1
TNS Setup: 0 ps
Post-Synth XOR/XNOR Area: 1.89%
CP startpoint kind: primary input
Met2 wire len: 3700 um
Post-CTS Setup Bufs: 0
Die ar.: 10200 um^2
Area Growth Syn to Fin: 98.3%
Placement-stage cell area: 2760 um^2
Final setup fails: 0
MaxCap Viol Count: 0
Lkg Pwr: 1.18 nW
Status: finished, final reports clean
Gp weighted congestion: 0.801
Adder Area Share: 0%
Final Hold Vio Count: 0
Int Pwr: 0.130 mW
Gate Count Post-Synth: 171
Fin crit period: 5310 ps
Worst Setup Slack, final: 1090 ps
Crit path DRT: 5120 ps
Crit-path cells: clkdlybuf4s50_1, nand3_1, o31ai_1, and3_1, a221o_1, clkdlybuf4s50_1
Count of flip-flops and latches: 0
Hold path cells: 3
Critical path endpoint category: output pin
Share of layout cells above drive strength 1: 6.51%
Initial antenna violation count: 0
Hold EP: wd_out[0]
Total grt overflow: 0
Max Slew Vio Count: 0
Psw: 0.0719 mW
Clkbuf count: 0
Synth top area share: 19.4%
Top Metal Used: met4
CTS Hold Bufs: 0
Boundary Pins: 164
FILL cells: 627
Power Density: 73.3 nW/um^2
GRT Total Usage: 14.0%
Critical path's top delay family: buffers and inverters
WL met1: 3270 um
Drc violations: 0
Vias in the first global route: 1977
Dpl ws: 1070 ps
And+or+nand+nor area frac: 22.6%
ANT nets after route: 0
Logic gate share of total power: 100.0%
Initial DRC count: 72
Most used cell, CP: clkdlybuf4s50_1
Max_slew headroom: 39.3%
First-pass GRT wire length: 11600 um
Row cnt: 29
Die width: 101 um
Post-synth seq share: 0%
Yosys cell count: 171
DR pass1 iterations: 6
Sequential fraction of design power: 0%
Port bufs: 134
HP Class: in2out
Fmax: 0.188 GHz
Tool warnings: 62
CP Buf/Inv Count: 2
CP Max Fanout: 17
Die height: 101 um
Post-synth area hogs: a221o_1, a22o_1, a21o_1
Final wirelength: 7760 um
Area fraction in mux cells: 15.3%
Ys Warns: 1
Most frequent cells after synthesis: a221o_1, a21o_1, a22o_1
Largest net degree at the start of global routing: 19
Synth area leader: a221o_1
Clock network power share: 0%
Core Footprint: 6350 um^2
Slowest stage delay, CP: 910 ps
Vias: 1954
Flop area: 0 um^2
Post-CTS sizing: 0
Vias per Instance: 5.30
Most common cell in the netlist: a221o_1
WL/cell: 21.0 um
Core Util, Final: 43.5%
Inserted Diodes: 0
Yosys chip area: 1390 um^2
Slew @ Worst Pin: 903 ps
AO/OA Area Share: 52.5%
RSZ-0062 raised after global routing: false
Metal3 WL: 779 um
Setup CP Type: in2out
Worst VDD drop: 0.0262 mV
DP HPWL: 6310 um
Synthesized area per cell: 8.14 um^2
Dominant comb cell: AND-OR/OR-AND gates
Core Util at FP: 21.9%
Mapped Area: 1390 um^2
Final instance area: 2760 um^2
Total power: 0.202 mW
Period utilization: 83.0%
Switching share of power: 35.5%
Cell Type Count: 38
Crit path arrival time: 4030 ps
==> logic make-up after synthesis <==
logic type	after synthesis
muxes	15
and+or+nand+nor	52
buffers and inverters	18
xor gates and xnor gates	3
AOI/OAI and AO/OA	83
==> power by group through the flow <==
stage | clock, mW | combinational (mW) | sequential (mW)
4_1_cts | 0 | 0.206 | 0
6_report | 0 | 0.202 | 0
5_1_grt | 0 | 0.220 | 0
==> layout make-up <==
type | instances | area [um^2] | share of cell area (%)
tap | 77 | 96.3 | 3.49
timing repair buffer | 137 | 1360 | 49.4
multi-input combinational | 153 | 1290 | 46.9
inverter | 2 | 7.51 | 0.272
==> metrics by stage <==
stage / hold slack [ps] / instances
floorplan: 2610 / 171
global placement: 3550 / 369
detailed placement: 3540 / 369
CTS: 3540 / 369
global route: 3560 / 369
finish: 3540 / 369
==> worst max-delay path by stage <==
stage                          start          to  slack (ps)  cells past startpoint
final                 dmem_access[0]  wd_out[11]        1090                      6
after global routing  dmem_access[0]  wd_out[11]         850                      6
after CTS             dmem_access[0]  wd_out[11]        1060                      6
==> routing by layer <==
metal | up-vias | track usage, %
li1 | 949 | -
met1 | 920 | 18.4
met2 | 83 | 22.8
met3 | 2 | 4.99
met4 | 0 | 0.322
met5 | - | 0
==> cell usage in the layout (no fill, tap or decap), types with 3 or more instances in the layout <==
cell type / n
clkdlybuf4s50_1: 134
a221o_1: 27
a21o_1: 18
a22o_1: 16
mux2i_1: 10
o21ai_0: 10
and3_1: 9
and2_1: 9
nor2_1: 8
nand2_1: 7
mux4_2: 5
nor3_1: 4
nand2b_1: 3
buf_4: 3
Power and IR drop assume default switching activity.
